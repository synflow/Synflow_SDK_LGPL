File: design/flow/design.v
module SynchronizerFF
  #(parameter stages = 2)
  (
    input reset_n,
    input din_clock,
    input dout_clock,
    input din,
    output dout
  );
  reg [stages - 1 : 0] ff;
  assign dout = ff[stages - 1];
  integer i;
  always @(negedge reset_n or posedge dout_clock)
    if (~reset_n) begin
      ff <= 0;
    end else begin
      for (i = stages - 1; i > 0; i = i - 1) begin
        ff[i] <= ff[i - 1];
      end
      ff[0] <= din;
    end
endmodule
module SynchronizerMux
  #(parameter width = 32, parameter stages = 2)
  (
    input reset_n,
    input din_clock,
    input dout_clock,
    input din_valid,
    input [width - 1 : 0] din,
    output reg [width - 1 : 0] dout
  );
  wire control_sync;
  SynchronizerFF #(
    .stages(stages)
  )
  sync(
    .reset_n(reset_n),
    .din_clock(din_clock),
    .dout_clock(dout_clock),
    .din(din_valid),
    .dout(control_sync)
  );
  always @(negedge reset_n or posedge dout_clock)
    if (~reset_n) begin
      dout <= 0;
    end else begin
      if (control_sync)
        dout <= din;
    end
endmodule
File: design/flow/run.sh
#!/bin/bash
# OpenROAD 26Q1-2900-gdf79404cd8, Yosys 0.63+post, stock flow scripts
make -C /OpenROAD-flow-scripts/flow DESIGN_CONFIG=/design/flow/config.mk WORK_HOME=/design/flow/orfs finish
File: design/flow/config.mk
export PLATFORM = sky130hd
export DESIGN_NAME = SynchronizerMux
export DESIGN_NICKNAME = SynchronizerMux
export VERILOG_FILES = /design/flow/design.v
export SDC_FILE = /design/flow/constraint.sdc
export NUM_CORES = 4
export LEC_CHECK = 1
export CORE_AREA = 10 10 96 96
export DIE_AREA = 0 0 106 106
File: design/flow/constraint.sdc
current_design SynchronizerMux

set clk_period 2.2
set clk_io_pct 0.2

create_clock -name clk0 -period $clk_period [get_ports {dout_clock}]

set non_clock_inputs [all_inputs -no_clocks]
set_input_delay [expr $clk_period * $clk_io_pct] -clock clk0 $non_clock_inputs
set_output_delay [expr $clk_period * $clk_io_pct] -clock clk0 [all_outputs]
==> results.sh <==
# physical design summary
export IMPL_logic_area_sq_um=473
export IMPL_drc_errors=0
export IMPL_track_usage=0.0597
export IMPL_drt_pass1_iterations=2
export IMPL_peakVddDrop_v=0.000155
export IMPL_dp_cells=233
export IMPL_dp_slack_ps=776
export IMPL_cts_root_buf="clkbuf_8"
export IMPL_clock_sinks=34
export IMPL_setup_viol=0
export IMPL_cts_buffer_depth=2
export IMPL_num_vias=816
export IMPL_grt_max_degree=20
export IMPL_cts_hold_buf=0
export IMPL_finalInstanceArea_sq_mm=0.00221
export IMPL_status="finished, final reports clean"
export IMPL_yosysCellCount=70
export IMPL_yosys_area_sq_mm=0.00140
export IMPL_row_count=31
export IMPL_detailed_place_area_sq_mm=0.00213
export IMPL_drive_gt1_frac=0.289
export IMPL_dieArea_sq_mm=0.0112
export IMPL_viasPerCell=3.39
export IMPL_numCtsBuffers=5
export IMPL_cts_resized_gates=0
export IMPL_path_buffers=1
export IMPL_worstReg2RegStart="sync.ff[1]$_DFF_PN0_"
export IMPL_synthToLayoutAreaGrowth_pct=58.6
export IMPL_netlist_cell_type_count=5
export IMPL_syn_inst=70
export IMPL_postCtsSetupBuffers=0
export IMPL_rsz0062_at_grt="false"
export IMPL_grt_overflow=0
export IMPL_tns_ps=0
export IMPL_critPathTopFamily="buffers and inverters"
export IMPL_insertion_delay_ps=280
export IMPL_r2r_cells=2
export IMPL_grt_antenna_before_repair=0
export IMPL_yosysWarnings=2
export IMPL_crit_type="reg -> out"
export IMPL_cts_tree="built"
export IMPL_fp_util=0.193
export IMPL_period_needed_ps=1560
export IMPL_htree_levels=2
export IMPL_grt_pass1_wl_mm=5.33
export IMPL_die_width_um=106
export IMPL_synth_area_sq_mm=0.00140
export IMPL_tightest_slew_ps=538
export IMPL_die_h_um=106
export IMPL_required_ps=1760
export IMPL_wl_per_cell_um=13.6
export IMPL_worst_slack_ps=637
export IMPL_max_cap_violations=0
export IMPL_cellLeakagePower_nw=0.962
export IMPL_gp_congestion=0.706
export IMPL_grt_pass1_vias=924
export IMPL_coreArea_sq_mm=0.00721
export IMPL_drt_wl_total_mm=3.28
export IMPL_critPathLaunchType="flip-flop"
export IMPL_drt_iter0_markers=4
export IMPL_layout_top_cells="clkdlybuf4s50_1 (65), dfrtp_1 (33), mux2_4 (30)"
export IMPL_slowest_stage="clkdlybuf4s50_1"
export IMPL_nFillCells=738
export IMPL_numSynthFlops=34
export IMPL_openroad_warnings=26
export IMPL_final_antenna_net_count=0
export IMPL_cp_depth=1
export IMPL_critPathMaxStageDelay_ps=490
export IMPL_period_used=0.711
export IMPL_cp_startpoint="dout[30]$_DFFE_PN0P_"
export IMPL_syn_area_per_cell_sq_um=19.9
export IMPL_worstHoldPathType="in -> async"
export IMPL_endpoint_kind="primary output"
export IMPL_final_instance_count_excl_fill=241
export IMPL_worstPathCellList="clkdlybuf4s50_1"
export IMPL_arrival_ps=1120
export IMPL_ys_seq_frac=0.610
export IMPL_timing_fmax_ghz=0.640
export IMPL_critPathMaxFanout=2
export IMPL_insertedDiodeCount=0
export IMPL_max_slew_margin_rel=0.641
export IMPL_p_per_area_mw_per_mm2=653
export IMPL_lay_top_count="clkdlybuf4s50_1"
export IMPL_dp_hpwl_mm=2.57
export IMPL_slew_violations=0
export IMPL_fin_skew_ps=6.28
export IMPL_hold_violations=0
export IMPL_ios=68
export IMPL_seqCellArea_sq_um=852
export IMPL_path_clk_slew_ps=70
export IMPL_port_buffers=66
[sequential cells by signal (all words and copies together) (netlist names)]
name     flops
sync.ff      2
dout        32
[cells in the mapped netlist (all sizes together)]
cell type   n  area (sq um)
dfrtp      34           851
mux2       32           473
buf         4          71.3
[through the flow]
stage,total power [mW],util,hold WS [ps]
3_5_place_dp,1.03,0.296,337
6_report,1.44,0.307,92.4
3_3_place_gp,1.03,0.296,334
4_1_cts,1.49,0.307,102
2_1_floorplan,0.829,-,144
5_1_grt,1.54,0.307,111
[final cells by class]
type | instances | area share
multi-input combinational | 32 | 0.214
timing repair buffer | 68 | 0.309
clock buffer | 8 | 0.0362
sequential | 34 | 0.385
tap | 99 | 0.0560
[path summary, 6_finish.rpt]
path	to	slack [ps]
worst max-delay path	dout[30]	640
worst min-delay path	dout[1]$_DFFE_PN0P_	90
worst max register to register	dout[15]$_DFFE_PN0P_	790
worst min register to register	sync.ff[1]$_DFF_PN0_	350
max in group asynchronous	dout[19]$_DFFE_PN0P_	1530
min in group clk0	sync.ff[1]$_DFF_PN0_	350
[cell families (layout without fill, tap and decap cells)]
| group | count (synthesis) | after routing | share of synthesized area |
|---|---|---|---|
| DFF | 34 | 34 | 0.610 |
| muxes | 32 | 32 | 0.339 |
| buffers and inverters | 4 | 76 | 0.0511 |
[power breakdown]
part	leakage (nW)	internal, mW	switching, mW	total [mW]
registers	0.396	0.686	0.0402	0.726
logic	0.526	0.234	0.0523	0.286
clock network	0.0395	0.225	0.206	0.431
total	0.962	1.15	0.299	1.44
[routing by layer]
metal  vias up  track usage  share of wire  wire, um
met2        51       0.0795           0.40      1310
met5         -            0              0         0
met3         3       0.0336           0.11       372
met4         0      0.00387         0.0082        27
met1       379       0.0864           0.48      1570
li1        383            -              -         -
Power is estimated from default activity; no workload was simulated.
